## /design/flow/config.mk

```make
export PLATFORM = sky130hd
export DESIGN_NAME = master2
export DESIGN_NICKNAME = master2
export VERILOG_FILES = /design/flow/design.v
export SDC_FILE = /design/flow/constraint.sdc
export NUM_CORES = 4
export LEC_CHECK = 1
export CORE_UTILIZATION = 40
```

## /design/flow/constraint.sdc

```tcl
current_design master2

set clk_period 4.0
set clk_io_pct 0.2

create_clock -name clk0 -period $clk_period [get_ports {clk}]

set non_clock_inputs [all_inputs -no_clocks]
set_input_delay [expr $clk_period * $clk_io_pct] -clock clk0 $non_clock_inputs
set_output_delay [expr $clk_period * $clk_io_pct] -clock clk0 [all_outputs]
```

## /design/flow/design.v

```verilog
module master2(input clk,
              input rst,
              input start,
              input [7:0]header_in,
              input [7:0]data_in,
              inout [1:0]data,
              inout ack,
              inout [1:0]ctrl,
              output reg busy);
  parameter [3:0] IDLE = 4'b0000,TAKE_BUS = 4'b0001, SEND_HEADER = 4'b0010, WAIT_ACK = 4'b0011, DECIDE = 4'b0100, SEND_DATA= 4'b0101, SEND_ACK  = 4'b0110, RELEASE_CTRL_BUS = 4'b0111, RECEIVE_DATA = 4'b1000, STOP = 4'b1001, DONE = 4'b1010, RECEIVE_ACK = 4'b1011;
  reg [7:0]data_memory[63:0];	 
  reg [7:0]read_data[63:0];	 
  reg [3:0]state;
  reg [7:0]header_data;
  reg [2:0]count;  
  reg [2:0]header_count;
  reg ack_enable;
  reg ack_out;
  reg [1:0]ctrl_out;
  reg ctrl_enable;
  reg [7:0]mem_inc = 0;  
  reg [7:0]read_mem_inc = 0;  
  reg [1:0]data_out;
  reg data_enable;
  always@(posedge clk or posedge rst) begin
    data_memory[1] <= 8'd99;
    if(rst) begin
      state <= IDLE;
      busy <= 0;
    end
    else begin
	busy <= (state != IDLE);
      case(state) 
        IDLE : begin
          if(start) begin
            state <= TAKE_BUS;
            header_data <= header_in;
            header_count <= 6;
            data_memory[0] <= data_in;
          end
          else begin
            state <= IDLE;
          end
        end
        TAKE_BUS : begin
          state <= SEND_HEADER;
          count <= 6;
        end
        SEND_HEADER : begin
          if(header_count == 0) begin	 
          	state <= WAIT_ACK;
          end
          else begin	
            header_count <= header_count - 2;
			state <= SEND_HEADER;
          end
        end
        WAIT_ACK : begin
          if(ack == 0) begin
            count <= 6;
            state <= DECIDE;
          end
          else if(ack == 1) begin
            state <= STOP;
          end
          else begin
            state <= WAIT_ACK;
          end
        end
        DECIDE : begin
          if(header_data[0] == 0) begin	 
            state <= RELEASE_CTRL_BUS;
          end
             else if(header_data[0]) begin
               state <= SEND_DATA;
             end
        end
         SEND_DATA : begin	 
           if(count == 0) begin
             state <= RECEIVE_ACK;             
             mem_inc = mem_inc + 1;
           end
           else begin
             count <= (count >= 2) ? count - 2 : 0;
             state <= SEND_DATA;
           end
         end
         RELEASE_CTRL_BUS : begin
           state <= RECEIVE_DATA;
         end
         RECEIVE_ACK : begin
           if(ack == 0 && mem_inc >= header_data[7:1]) begin
             state <= STOP;
             count <= 6;
           end
           else if(ack == 0 && mem_inc < header_data[7:1]) begin
             state <= SEND_DATA;
             count <= 6;
           end
           else if(ack == 1) begin
             state <= SEND_DATA;
             count <= 6;
           end
           else begin
             state <= RECEIVE_ACK;
           end
		 end
          RECEIVE_DATA : begin	 
            if(header_data[0] == 0) begin	 
              read_data[read_mem_inc][count +: 2] <= data;
              if(count == 0) begin
                state <= SEND_ACK;
              end
              else begin
                count <= (count >= 2) ? count - 2 : 0;
                state <= RECEIVE_DATA;
              end
              end
            end
           SEND_ACK : begin	 
             if(header_data[7:1] > read_mem_inc) begin
               state <= RECEIVE_DATA;
               read_mem_inc <= read_mem_inc + 1;
			   count <= 6;
             end
             else if(header_data[7:1] <= read_mem_inc) begin
               state <= STOP;
             end
           end
             STOP : begin
               if(ctrl == 2'b11) begin  
               		state <= DONE;
             	end
               else if(header_data[0] == 0) begin	 
                 state <= DONE;	 
                count <= 6;
             	end
               else if(header_data[0] == 1) begin  
                 state <= DONE;  
                 count <= 6;
             	end
				else begin
                	state <= DONE;
             	end
			  end
             DONE : begin
               state <= IDLE;
             end
        default : state <= IDLE;
      endcase
    end
  end
             always@(negedge clk or posedge rst) begin
               if(rst) begin
                 data_enable <= 0;
                 ack_enable <= 0;
                 ctrl_enable <= 0;
                 ctrl_out <= 0;
                 ack_out <= 0;
                 data_out <= 2'b00;
               end
               else begin
                 case(state) 
                   IDLE : begin
                     header_count <= 4;
                   end
                   TAKE_BUS : begin
                     data_enable <= 1;
                     ctrl_out <= 2'b01;
                     ctrl_enable <= 1;
                 	 ack_enable <= 0;
                     data_out <= header_data[count +: 2];
                   end
                   SEND_HEADER : begin
                     data_out <= header_data[header_count +: 2];
                     data_enable <= 1;
                     ctrl_out <= 2'b01;
                     ctrl_enable <= 1;
                     ack_enable <= 0;
                   end
                   WAIT_ACK : begin
                     data_enable <= 0;
                     ack_enable <= 0;
                     ctrl_enable <= 1;
					 ctrl_out <= 2'b01;
                   end
                   DECIDE : begin
                     if(header_data[0] == 0) begin  
                       data_enable <= 0;
                 	   ack_enable <= 0;
                 	   ctrl_enable <= 0;
                     end
                     else if (header_data[0]) begin  
                       data_enable <= 1;
                       ctrl_out <= 2'b01;
                       ctrl_enable <= 1;
                       ack_enable <= 0;
                     end
                   end
					SEND_DATA : begin
                      data_out <= data_memory[mem_inc][count +: 2];	 
                      data_enable <= 1;
                      ctrl_out <= 2'b01;
                      ctrl_enable <= 1;
                      ack_enable <= 0;
                    end
                     RELEASE_CTRL_BUS : begin  
                        data_enable <= 0;
                        ack_enable <= 0;
                        ctrl_enable <= 0;
                     end
					RECEIVE_ACK : begin
						data_enable <= 0;
                        ack_enable <= 0;
                        ctrl_enable <= 1;
                        ctrl_out <= 2'b11;
					end
                     RECEIVE_DATA : begin
                         data_enable <= 0;
                         ack_enable <= 0;
                         ctrl_enable <= 0;
                     end
                     SEND_ACK : begin
                         data_enable <= 1;
                         ack_enable <= 1;
                       	 ack_out <= 0;
                         ctrl_enable <= 1;
                         ctrl_out <= 2'b01;
                     end
					 STOP : begin
                       if(ctrl == 2'b11) begin  
                         data_enable <= 0;
                         ctrl_out <= 2'b11;
                         ctrl_enable <= 1;
                       end
					   else if(ctrl == 2'b10) begin	 
                          data_enable <= 0; 
                        end
                       else if(ctrl == 2'b01) begin  
                         data_enable <= 1;
                         ctrl_out <= 2'b01;
                       ctrl_enable <= 1;
                       end
                     end
                     DONE : begin
                       data_enable <= 0;
                       ctrl_enable <= 0;
                       ack_enable <= 0;
                     end
                 default: begin
                  data_enable <= 0;
                  ack_enable  <= 0;
                  ctrl_enable <= 0;
                  ctrl_out    <= 2'b00;
                end
                 endcase
               end
             end
		assign data =(data_enable) ? data_out : 'bz;
		assign ack = (ack_enable) ? ack_out : 'bz;
		assign ctrl = (ctrl_enable) ? ctrl_out : 'bz;
endmodule
```

## /design/flow/run.sh

```bash
#!/bin/bash
# OpenROAD 26Q1-2900-gdf79404cd8, Yosys 0.63+post, stock flow scripts
make -C /OpenROAD-flow-scripts/flow DESIGN_CONFIG=/design/flow/config.mk WORK_HOME=/design/flow/orfs finish
```

==> impl_metrics.toml <==
# implementation run metrics
[placement]
port_buffers = 19
postPlaceCellArea_um2 = 3010
place_congestion = 0.896
place_hpwl_mm = 4.24
placed_cells = 361

[synth]
yosys.stat.seqShare_pct = 48.8
ys_async_sr_fraction_pct = 20.5
ys_seq_elements = 44
top_area_cell = "edfxtp_1"
yosys_cells = 255
top_cell = "edfxtp_1"
yosys-stat-area_um2 = 2620
synth-main-ff-cell = "edfxtp_1"
yosys_warnings = 508
common_cells = "35 x edfxtp_1, 27 x inv_1, 20 x nand2_1, 18 x ha_1, 16 x nor2_1"
ys_types = 55
area_leaders = "edfxtp_1 40%, ha_1 8.6%, dfrtp_1 4.8%"
avgSynthCellArea_um2 = 10.3
netlist_area_um2 = 2620
edf_count = 35
top_cell_area_share_pct = 40.2
syn_inst = 255

[cts]
holdBufCountCts = 0
cts_max_level = 2
clock_path_buffers = 2
cts_resized = 1
cts_buffers = 5
cts_setup_buffers = 1
cts_root_buffer = "clkbuf_8"
cts.sinks = 44

[floorplan]
num_rows = 29
fp_util_pct = 41.2
fp.dieW_um = 82.9
die-height_um = 82.9
io_pins = 25

[run_status]
status = "aborted with a tool error"
tool.error = "[error] [KeplerFormal.cpp:679] Workflow failed: Iso has multiple drivers: .ctrl0, ctrl[0]$_DFFE_NP0P_.Q0"
haltStage = "4_1_cts"
==> logic make-up after synthesis <==
family / Yosys count / share of synthesized area (%)
AND-OR/OR-AND: 63 / 16.2
AND/OR/NAND/NOR: 77 / 15.2
XOR/XNOR: 12 / 4.02
adder cells (fa/ha/maj): 18 / 8.60
multiplexers: 3 / 1.63
flip-flops: 44 / 48.8
other: 1 / 0.143
buffers and inverters: 37 / 5.50
==> through the flow <==
step / power, mW / worst slack, ns
2_1_floorplan: 0.505 / -0.126
3_3_place_gp: 0.522 / -0.129
3_5_place_dp: 0.523 / -0.160
Power and IR drop assume default switching activity.
